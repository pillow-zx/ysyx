<file path="./config.mk">
export PLATFORM = sky130hd
export DESIGN_NAME = regfile
export DESIGN_NICKNAME = regfile
export VERILOG_FILES = /design/flow/design.v
export SDC_FILE = /design/flow/constraint.sdc
export NUM_CORES = 4
export LEC_CHECK = 1
export CORE_UTILIZATION = 30
</file>
<file path="./constraint.sdc">
current_design regfile

set clk_period 13.2
set clk_io_pct 0.2

create_clock -name clk0 -period $clk_period [get_ports {clk}]

set non_clock_inputs [all_inputs -no_clocks]
set_input_delay [expr $clk_period * $clk_io_pct] -clock clk0 $non_clock_inputs
set_output_delay [expr $clk_period * $clk_io_pct] -clock clk0 [all_outputs]
</file>
<file path="./design.v">
module regfile #(
        ADDR_WIDTH = 5,
        DATA_WIDTH = 32
    ) (
        input  wire                    clk,
        input  wire [ADDR_WIDTH - 1:0] raddr1,
        output wire [DATA_WIDTH - 1:0] rdata1,
        input  wire [ADDR_WIDTH - 1:0] raddr2,
        output wire [DATA_WIDTH - 1:0] rdata2,
        input  wire                    we,       
        input  wire [ADDR_WIDTH - 1:0] waddr,
        input  wire [DATA_WIDTH - 1:0] wdata
    );
    reg [DATA_WIDTH - 1:0] regfile[(1 << ADDR_WIDTH) - 1 : 0];
    always @(posedge clk) begin
        if (we && waddr != 0) begin
            regfile[waddr] <= wdata;
        end
        regfile[0] <= 0;   
    end
    assign rdata1 = (raddr1 == 0) ? 0 : regfile[raddr1];
    assign rdata2 = (raddr2 == 0) ? 0 : regfile[raddr2];
endmodule
</file>
<file path="./run.sh">
#!/bin/bash
# OpenROAD 26Q1-2900-gdf79404cd8, Yosys 0.63+post, stock flow scripts
make -C /OpenROAD-flow-scripts/flow DESIGN_CONFIG=/design/flow/config.mk WORK_HOME=/design/flow/orfs finish
</file>
==> flow_summary.yaml <==
# flow metrics
run_status:
  outcome: "finished clean"
finish:
  largest_register_ffs: 992
  reg_top3: "regfile x992"
  largest-register: "regfile"
  area_delta_synth_final_pct: 15.25
  stdcell_area_um2: 53790
  fillers: 14375
  drive_gt1_share_pct: 28.18
  fin_cells: 4880
place:
  post-place-cells: 4683
  place_congestion: 0.8770
  placed_area_um2: 50400
  portBuffers: 112
  dp_hpwl_mm: 86.34
synth:
  ys_cells: 2612
  ys_warn_count: 1
  ys_seq_share_pct: 63.82
  ys_types: 44
  synthArstFlopShare_pct: 0
  ys_ff: 992
  top_cell_area_share_pct: 63.82
  synth.avg_cell_area_um2: 17.87
  syn-cell-area_um2: 46680
  flop_cell: "edfxtp_1"
  netlist_instances: 2612
  area_leaders: "edfxtp_1, mux4_2, mux2i_1"
  synth-edff-count: 992
  ys_area_um2: 46680
  yosysTopAreaCell: "edfxtp_1"
critical_path:
  critical_path_class: "in -> out"
  cp-start-kind: "input pin"
  cp.depth: 8
  crit_family: "buffers and inverters"
  worstPathRequired_ps: 10560
  critical_path.cell_chain: "buf_8, buf_4, nor2b_4, buf_4, a21oi_1, a21oi_1, o21ai_1, clkdlybuf4s50_1"
  crit_arrival_ps: 6350
  slowest_stage: "nor2b_4"
  end_kind: "output pin"
  cpPeakStageDelay_ps: 840
  worst-path-buf-inv: 4
  critPathMaxFanout: 59
timing:
  worst_pin_slew_ps: 1009
  finalHoldViolations: 0
  slew_violations: 0
  min_period_over_period_pct: 68.09
  setup_tns_ps: 0
  fmax_ghz: 0.1113
  post-route-min-period_ps: 8988
  rsz0062_at_grt: "false"
  timing.hold.ws_ps: 2760
  final-setup-viol-count: 0
  max-slew-margin-rel_pct: 32.24
clock_network:
  cts_htree_levels: 3
  cts_max_path_buffers: 3
  cts_tree: "built"
  clk_pin_slew_worst_paths_ps: 60
  cts-root-buf: "clkbuf_16"
  cts_buffers: 106
  ctsHoldBuffers: 0
  post_cts_buffers: 0
  postCtsResizedCells: 0
  clkSinkCount: 992
routing:
  first_pass_iters: 26
  antenna_left: 0
  wirelength_mm: 150.6
  via_count: 27243
  drt_iter0_markers: 1809
  via_per_inst: 5.583
  wl_per_cell_um: 30.87
  drc: 0
die:
  num_rows: 144
  coreArea_um2: 154200
  die_h_um: 396.4
  ios: 113
  fp_util_pct: 30.26
  die_w_um: 396.4
  die_area_um2: 157200
flow_run:
  drv_cap: 0
  warning_count: 28
hold_path:
  min_path_cells: 2
  min_path_type: "in -> reg"
pwr:
  max-vdd-ir-drop_mv: 0.09959
  p_leak_nw: 16.97
  p_per_area_nw_per_um2: 132.0
  power_mw: 7.098
grt:
  grt_pass1_vias: 29632
  grt_pass1_wl_mm: 214.0
  grt_max_degree: 103
  grtUsageTotal_pct: 20.51
  grt_antenna_before_repair: 9
  grt_overflow: 0
synth_stat cells, types with 6 or more instances:
cell,number
o221ai_1,16
nand3_1,37
nand3b_1,6
mux4_2,403
mux2_1,21
a311oi_1,9
nor2_1,89
nor2b_1,53
a221oi_2,7
nand2_1,201
o21ai_1,54
a21oi_1,126
a221oi_1,31
buf_6,37
edfxtp_1,992
mux2_2,45
buf_1,13
o211ai_1,40
buf_2,73
nor3_1,39
mux2i_1,158
a22oi_1,41
clkbuf_1,62
a31oi_1,9
buf_4,24
through the flow:
stage / worst slack [ps] / utilization, %
2_1_floorplan: 6549 / -
3_3_place_gp: 4190 / 32.68
3_5_place_dp: 4195 / 32.68
4_1_cts: 4175 / 34.88
5_1_grt: 3919 / 34.88
6_report: 4212 / 34.88
layout make-up:
cell class	count	area, um^2	share of cell area, %
Timing Repair Buffer	237	2157	4.010
Clock buffer	123	2738	5.089
Clock inverter	73	656.9	1.221
Multi-Input combinational cell	1409	15890	29.53
Inverter	1	6.256	0.01163
Sequential cell	992	29790	55.38
Tap cell	2044	2557	4.754
Antenna cell	1	2.502	0.004652
logic make-up (layout without fill, tap and decap cells):
kind of cell / Yosys count / in the layout / synth area share (%)
buffers and inverters: 211 / 434 / 2.705
and+or+nand+nor: 439 / 439 / 4.195
AOI/OAI and AO/OA: 339 / 339 / 4.726
DFF: 992 / 992 / 63.82
other: 0 / 1 / 0
muxes: 631 / 631 / 24.55
placed cells by master, fill, tap and decap left out, types with 7 or more instances in the layout:
cell,instances
nor2_1,58
buf_4,121
a311oi_1,9
clkdlybuf4s50_1,103
edfxtp_1,992
mux2_2,45
nand2_1,200
o211ai_1,40
mux4_2,403
nor2b_1,50
a22oi_1,41
nor2_4,32
clkbuf_1,16
nand3_1,37
clkinv_1,18
a31oi_1,9
a221oi_2,7
bufinv_16,10
a221oi_1,31
mux2_1,21
clkinv_2,30
a21oi_1,126
mux2i_1,158
clkbuf_16,107
nor3_1,39
o21ai_1,54
o221ai_1,16
where the power goes:
| group | switching (mW) | total (mW) | internal, mW |
|---|---|---|---|
| Sequential | 0.0150 | 3.52 | 3.51 |
| Clock | 1.25 | 2.93 | 1.68 |
| Combinational | 0.381 | 0.652 | 0.271 |
metal layers:
metal / up-vias / share of wire (%) / track usage [%]
met5: - / 0.21 / 1.416
met3: 355 / 18 / 16.46
met4: 24 / 4.1 / 6.426
met1: 13724 / 31 / 21.85
met2: 1994 / 46 / 30.64
li1: 11146 / - / -
final timing paths:
kind | start | endpoint | slack, ps
hold / removal | wdata[16] | regfile[31][16] | 2760
setup / recovery | raddr1[0] | rdata1[15] | 4210
Power is estimated from default activity; no workload was simulated.
