**design/flow/config.mk**
```make
export PLATFORM = sky130hd
export DESIGN_NAME = alu
export DESIGN_NICKNAME = alu
export VERILOG_FILES = /design/flow/design.v
export SDC_FILE = /design/flow/constraint.sdc
export NUM_CORES = 4
export LEC_CHECK = 1
export CORE_UTILIZATION = 50
```
**design/flow/constraint.sdc**
```tcl
current_design alu

set clk_period 17.5
set clk_io_pct 0.2

create_clock -name clk0 -period $clk_period

set non_clock_inputs [all_inputs -no_clocks]
set_input_delay [expr $clk_period * $clk_io_pct] -clock clk0 $non_clock_inputs
set_output_delay [expr $clk_period * $clk_io_pct] -clock clk0 [all_outputs]
```
**design/flow/design.v**
```verilog
module alu(
    input logic [31:0] alu_src1,
    input logic [31:0] alu_src2,
    input logic [3:0] alu_op,
    output logic [31:0] alu_result,
    output logic alu_zero,
    output logic alu_negative
);
    always_comb begin
        alu_zero  = 1'b0;
        alu_negative = 1'b0;
        case(alu_op)
            4'b0000: begin  
                alu_result = alu_src1 + alu_src2;
            end
            4'b0001: begin  
                alu_result = alu_src1 - alu_src2;
            end
            4'b0010: begin  
                alu_result = alu_src1 << alu_src2[4:0];
            end
            4'b0011: begin  
                alu_result = ($signed(alu_src1) < $signed(alu_src2)) ? 32'b1 : 32'b0;
            end
            4'b0100: begin  
                alu_result = (alu_src1 < alu_src2) ? 32'b1 : 32'b0;
            end
            4'b0101: begin  
                alu_result = alu_src1 ^ alu_src2;
            end
            4'b0110: begin  
                alu_result = alu_src1 >> alu_src2[4:0];
            end
            4'b0111: begin  
                alu_result = $signed(alu_src1) >>> alu_src2[4:0];
            end
            4'b1000: begin  
                alu_result = alu_src1 | alu_src2;
            end
            4'b1001: begin  
                alu_result = alu_src1 & alu_src2;
            end
            default: begin
                alu_result = 32'b0;
            end
        endcase
        alu_zero = (alu_result == 32'b0);
        alu_negative = alu_result[31];  
    end
endmodule
```
**design/flow/run.sh**
```bash
#!/bin/bash
# OpenROAD 26Q1-2900-gdf79404cd8, Yosys 0.63+post, stock flow scripts
make -C /OpenROAD-flow-scripts/flow DESIGN_CONFIG=/design/flow/config.mk WORK_HOME=/design/flow/orfs finish
```
==> run notes <==
run metrics: status finished, final reports clean, Rel. slew slack 43.8%, Worst Path Buf+Inv 5, RSZ-0062 raised after global routing no, YS chip area 0.00916 mm2, layout cell share with drive strength beyond 1 8.52%, crit share post-route 72.7%, Post-synth seq share 0%, Flop area 0 um2, final hold violations 0, Setup violations, final 0, total tool warning count 100, Detailed Route WL about 42000 um, DRC 0, core box area 0.0180 mm2, crit-path most repeated cell clkdlybuf4s50_1, final worst slack between 4000 and 5000 ps, die width 137 um, critical path class in -> out, top cells by area ha_1, mux4_2, a21oi_1, Peak VDD IR just over 0.03 mV, area grow syn2layout 11.7%, Slew Viols, Final 0, drt first pass iters 7, initial core utilization 51.0%, hpwl dp 32500 um, global-route usage over all layers 45.2%, Hold WS 8230 ps, Pwr Density 33.9 mW/mm2, most common cell in the netlist nand2_1, minimum clock period 12720 ps, die span in y 137 um, Cell Rows 49, Hold Path Origin alu_src2[3], setup_tns 0 ps, largest net degree at the start of global routing 59, dpl ws between 5000 and 6000 ps, number of cells in Yosys stat between 1000 and 1500, Cells after Synth 1328, Post-CTS Setup Repair Bufs 0, Seq cells 0, Worst Path Arrival ~9200 ps, Via density around 7.2, CTS-repair resized insts 0, DR iter-0 viols between 1500 and 2000, Peak Freq 78.6 MHz, cell family with most CP delay AND-OR/OR-AND gates, first-pass GRT wire length between 60000 and 70000 um, IO Pins 102, Syn. warnings 1, initial antenna violation count 0, total of max-cap violations 0, mapped cell area 0.00916 mm2, Worst Tran Pin Value 844 ps, slowest stage cell, crit path clkinv_1, largest stage delay on the critical path between 600 and 700 ps, vias post-DR around 11000, chip area ~0.019 mm2, HP Class in -> out, dominant cell type by area after synthesis ha_1, n_diodes 0, IO buf count 102, crit path cell chain clkdlybuf4s50_1 > buf_4 > clkinv_1 > ha_1 > inv_1 > o311a_1 > o211ai_1 > o21a_1 > a221oi_2 > a221oi_1 > o311ai_0 > o2111ai_1 > nor4b_1 > nand4_1 > nor3_2 > clkdlybuf4s50_1, hold buffer count at CTS 0, Worst Setup SP alu_src2[4], syn avg cell area 6.90 um2, standby leakage power 4.18 nW, Worst Setup End Kind output port, vias in the first global route 10100, routed len/inst 26.7 um, Dominant cell area share a little over an eighth, worst endpoint required time 14000 ps, clkbuf count 0, Synth cell types 87, top cells by count nand2_1, nor2_1, a21oi_1, Final Wtd Congestion 1.13, Post-DRT Antenna Nets 0, largest fanout on the critical path 33, Final Power 0.000347 W, Worst Setup Start Kind primary input, aggregate global routing overflow 0
final cells by class:
class                      instances  area, um2
fill                            1771       7730
tap                              229        287
multi-input combinational       1124       8380
timing repair buffer             125       1180
inverter                         101        379
per-layer routing:
metal	vias to the layer above	global-route usage, %	share of wire (%)
li1	5124	-	-
met1	5289	63.8	41
met2	881	64.6	41
met3	140	14.5	14
met4	0	15.4	4.1
met5	-	0	0
path summary, 6_finish.rpt:
check	endpoint	cells past startpoint
worst max-delay path	alu_zero	16
worst min-delay path	alu_result[2]	5
logic make-up after synthesis:
| kind of cell | count (synthesis) | share of synthesized area (%) |
|---|---|---|
| AND/OR/NAND/NOR | 422 | 22.3 |
| adder cells (fa/ha/maj) | 101 | 14.0 |
| buffers and inverters | 204 | 9.00 |
| XOR/XNOR | 11 | 1.05 |
| AND-OR/OR-AND | 470 | 35.1 |
| multiplexers | 120 | 18.6 |
where the power goes:
group          leakage [nW]  internal [W]  switching, W
Clock                     0             0             0
Combinational          4.18      0.000136      0.000211
Sequential                0             0             0
per-stage QoR:
stage	utilization, %	cells	area, um2
2_1_floorplan	-	1328	9160
3_3_place_gp	56.9	1579	10200
3_5_place_dp	56.9	1579	10200
4_1_cts	56.9	1579	10200
5_1_grt	56.9	1579	10200
6_report	56.9	1579	10200
cell usage in the layout (no fill, tap or decap), types with 30 or more instances in the layout:
master	count
a21oi_1	111
mux2i_1	53
ha_1	99
mux4_2	36
clkdlybuf4s50_1	99
nor3_1	30
o21ai_0	73
nor2_1	124
inv_1	97
nand2_1	126
No activity file was given, so power comes from the tool's default toggle rates.
